### ./design.v
`default_nettype none
module serialAdder( i_clk, i_rst, i_a, i_b, o_sum);
parameter DATAWIDTH = 8;
input wire i_clk, i_rst;
input wire [DATAWIDTH-1:0] i_a, i_b;
output reg [DATAWIDTH-1:0] o_sum;
reg i_shift, i_load;
wire [DATAWIDTH-1:0] o_rega, o_regb;
wire o_regc;
wire o_and, dff_in, dff_out;
reg [DATAWIDTH:0] counter;
shiftReg A(i_clk, i_rst, i_shift, i_load, i_a, o_rega);
shiftReg B(i_clk, i_rst, i_shift, i_load, i_b, o_regb);
fullAdder C(o_rega[0], o_regb[0], dff_out, o_regc, dff_in);
dff D(o_and, i_rst, dff_in, dff_out);
andGate AND(i_shift, i_clk, o_and);
always @(posedge i_clk) 
    if (!i_rst)  
    begin
        counter <= DATAWIDTH+2;
        i_shift <= 0;
        i_load <= 0;
        o_sum <= 0;
    end
    else if (counter == DATAWIDTH+2)
    begin
        i_load <= 1;
        i_shift <= 0;
        counter <= counter - 1;
    end
    else if (counter != 0)
    begin
        i_load <= 0;
        i_shift <= 1;
        o_sum <= {o_regc, o_sum[DATAWIDTH-1:1]};
        counter <= counter - 1;
    end
    else
    begin
        i_load <= 0;
        i_shift <= 0;
        counter <= DATAWIDTH+2;
        o_sum <= 0;
    end
endmodule
module shiftReg( i_clk, i_rst, i_shift, i_load, i_data, o_data );
parameter DATAWIDTH = 8;
input wire i_rst, i_clk, i_shift, i_load;
input wire [DATAWIDTH-1:0] i_data;
output wire [DATAWIDTH-1:0] o_data;
reg [DATAWIDTH-1:0] o_reg;
always @(posedge i_clk) begin 
    if (!i_rst) 
        o_reg <= 0;
    else if (i_load)
        o_reg <= i_data;
    else if (i_shift)
        o_reg <= {1'b0, o_reg[DATAWIDTH-1:1]};
end
assign o_data = o_reg;
endmodule
module dff( i_clk, i_rst, i_data, o_data );
input wire i_clk, i_rst, i_data;
output wire o_data;
reg o_reg;
always @(posedge i_clk) begin 
    if (!i_rst) 
        o_reg <= 0;
    else
        o_reg <= i_data;
end
assign o_data = o_reg;
endmodule
module andGate( i_a, i_b, o_c );
input wire i_a, i_b;
output wire o_c;
assign o_c = i_a & i_b;
endmodule
module fullAdder( i_a, i_b, i_cin, o_sum, o_cout );
input wire i_a, i_b, i_cin;
output wire o_cout;
output reg o_sum;
reg o_cout_reg;
always @(*) begin
    o_sum = i_a ^ i_b ^ i_cin;
    o_cout_reg = (i_a & i_b) | (i_b & i_cin) | (i_a & i_cin);
end
assign o_cout = o_cout_reg;
endmodule
### ./run.sh
#!/bin/bash
# OpenROAD 26Q1-2900-gdf79404cd8, Yosys 0.63+post, stock flow scripts
make -C /OpenROAD-flow-scripts/flow DESIGN_CONFIG=/design/flow/config.mk WORK_HOME=/design/flow/orfs finish
### ./config.mk
export PLATFORM = sky130hd
export DESIGN_NAME = serialAdder
export DESIGN_NICKNAME = serialAdder
export VERILOG_FILES = /design/flow/design.v
export SDC_FILE = /design/flow/constraint.sdc
export NUM_CORES = 4
export LEC_CHECK = 1
export CORE_AREA = 10 10 100 100
export DIE_AREA = 0 0 110 110
### ./constraint.sdc
current_design serialAdder

set clk_period 3.2
set clk_io_pct 0.2

create_clock -name clk0 -period $clk_period [get_ports {i_clk}]

set non_clock_inputs [all_inputs -no_clocks]
set_input_delay [expr $clk_period * $clk_io_pct] -clock clk0 $non_clock_inputs
set_output_delay [expr $clk_period * $clk_io_pct] -clock clk0 [all_outputs]
==> results.py <==
# Physical implementation metrics
metrics = {
    "route": {
        "routed_wirelength_um": 3270,
        "via_per_inst": 4.08,
        "antenna_left": 0,
        "firstDrtPassIters": 4,
        "wire_per_inst_um": 11.3,
        "post-route-drc-count": 0,
        "insertedDiodeCount": 0,
        "drt_iter0_markers": 20,
        "dr_vias": 1176,
    },
    "setup_path": {
        "critical-path-slowest-cell": "sky130_fd_sc_hd__dfxtp_1",
        "worstReg2RegStart": "counter[0]$_SDFF_PN0_",
        "max_stage_delay_ns": 0.78,
        "cp_cell_instances": "dlygate4sd3_1 -> dlygate4sd3_1",
        "worst_path_most_repeated_cell": "sky130_fd_sc_hd__dlygate4sd3_1",
        "critical_path.startpoint": "i_shift$_SDFF_PP0_",
        "critical_path_class": "register to clock gate",
        "worst-endpoint-required_ns": 3.39,
        "worst_setup_path_start_kind": "register",
        "register_to_register_setup_slack_ns": 1.10,
        "crit_path_arrival_time_ns": 2.37,
        "cp_max_fo": 17,
        "timing.critical_path.to_type": "clock gate",
        "r2r_cell_count": 5,
    },
    "clock_network": {
        "path_clk_slew_ns": 0.07,
        "tritoncts": "done",
        "postCtsSetupBuffers": 0,
        "clock_latency_on_the_worst_skew_pair_ns": 0.38,
    },
    "timing": {
        "hold_violations": 0,
        "setup_repair_after_global_routing_missed_its_margin": "no",
        "max_slew.worst_pin.slew_ns": 0.715,
        "worst_slew_margin_relative_to_its_limit": 0.523,
        "finalSetupTns_ns": 0,
        "report.final.setup_viol": 0,
        "count_of_final_max_slew_check_failures": 0,
        "timing.clock.skew_ns": 0.0875,
    },
    "logic_synthesis": {
        "count_of_library_flops_with_an_enable_pin": 0,
        "synthTopCellsByArea": "sky130_fd_sc_hd__dfxtp_1 (46%), sky130_fd_sc_hd__mux2_2 (10%), sky130_fd_sc_hd__mux2i_1 (9.0%)",
        "yosysTopAreaCell": "sky130_fd_sc_hd__dfxtp_1",
        "synth-cells-yosys": 158,
        "synthesis.area_um2": 1560,
        "yosys_warn_count": 4,
        "ys_seq_share": 0.462,
        "synth_chip_area_um2": 1560,
        "synth_cells": 158,
        "synthDominantCellAreaShare": 0.462,
        "syn_avg_cell_area_um2": 9.87,
        "synthFlopType": "sky130_fd_sc_hd__dfxtp_1",
        "numSynthFlops": 36,
        "ys_types": 36,
        "ys_async_sr_fraction": 0,
    },
    "global_route": {
        "globalRouteMet2Util": 0.0792,
        "first_global_vias": 1158,
        "globalRouteTotalUtil": 0.0526,
        "groute.layer.met3.usage": 0.0159,
        "grt_util_met1": 0.0749,
        "grt-busiest-layer": "met2",
        "grt_start_max_net_pins": 25,
        "grt_overflow_total": 0,
        "grt_pass1_wl_um": 5260,
        "antenna_found_initial": 0,
    },
    "floorplanning": {
        "core.rowCount": 32,
        "placeableCoreArea_um2": 7810,
        "floorplan.die_area_um2": 12100,
        "pin_count": 26,
        "die_h_um": 110,
        "die_x_um": 110,
        "initial_utilization": 0.200,
    },
    "place": {
        "io_buffer_count": 25,
        "place.gp.congestion": 0.748,
        "hpwl_um": 2270,
    },
    "power_and_ir_drop": {
        "cell_pwr_density_nw_per_um2": 563,
        "p_leak_uw": 0.000734,
        "max-vdd-ir-drop_mv": 0.304,
    },
    "final_layout": {
        "layout.core_utilization": 0.263,
        "layout-area-overhead-vs-synth_pct": 31.6,
        "regMostFlops": "counter",
        "number_of_flip_flops_in_the_largest_register": 9,
        "most-common-layout-cells": "sky130_fd_sc_hd__dfxtp_1 (36), sky130_fd_sc_hd__clkdlybuf4s50_1 (25), sky130_fd_sc_hd__nor2_1 (21)",
        "mostFrequentLayoutCell": "sky130_fd_sc_hd__dfxtp_1",
        "drive_gt1_frac": 0.172,
    },
    "run": {
        "maxCapViolations": 0,
        "warning_count": 27,
    },
    "min_path": {
        "hold_depth": 2,
        "timing.hold.worst.start": "i_shift$_SDFF_PP0_",
        "worst_hold_path_type": "register to clock gate",
    },
    "status": {
        "outcome": "finished clean",
    },
}
worst paths after layout:
check	to
max	clock gate
min	clock gate
max reg2reg	o_sum[0]$_SDFFE_PN0N_
min reg2reg	counter[0]$_SDFF_PN0_
max in group clk0	o_sum[0]$_SDFFE_PN0N_
min in group clk0	counter[0]$_SDFF_PN0_
routing by layer:
metal | wire [µm] | part of all wire
met1 | 1650 | 0.50
met2 | 1420 | 0.44
met3 | 166 | 0.051
met4 | 30 | 0.0092
met5 | 0 | 0
power breakdown:
group          internal [µW]  leakage [µW]  switching, µW
registers                477      0.000293           34.3
clock network            277     0.0000748            170
logic                    108      0.000366           88.4
layout make-up:
cell class / instances / area, µm²
inverters: 9 / 33.8
clock buffers: 10 / 138
fillers: 821 / 5760
repair buffers: 28 / 278
multi-input cells: 102 / 747
flip-flops and latches: 36 / 721
clock inverters: 1 / 7.51
well taps: 102 / 128
worst max-delay path, delay by kind of cell, from the launching register on:
family / cells / cell delay (ns)
buffers and inverters: 2 / 1.21
flip-flops: 1 / 0.78
logic make-up after synthesis:
group	count (synthesis)	share of synthesized area
AND-OR/OR-AND	25	0.116
multiplexers	28	0.191
flip-flops	36	0.462
AND/OR/NAND/NOR	46	0.144
adder cells (fa/ha/maj)	3	0.0289
buffers and inverters	20	0.0586
synth_stat cells, types with 2 or more instances:
library cell / number
sky130_fd_sc_hd__inv_1: 9
sky130_fd_sc_hd__mux2i_1: 14
sky130_fd_sc_hd__or3_1: 2
sky130_fd_sc_hd__a21oi_1: 6
sky130_fd_sc_hd__buf_6: 2
sky130_fd_sc_hd__nor2_1: 21
sky130_fd_sc_hd__dfxtp_1: 36
sky130_fd_sc_hd__o211ai_1: 2
sky130_fd_sc_hd__o31ai_1: 3
sky130_fd_sc_hd__nand2_1: 9
sky130_fd_sc_hd__clkbuf_1: 7
sky130_fd_sc_hd__nor3_1: 2
sky130_fd_sc_hd__ha_1: 2
sky130_fd_sc_hd__nor3b_1: 3
sky130_fd_sc_hd__mux2_2: 14
sky130_fd_sc_hd__o22ai_1: 6
per-stage QoR:
step	hold WS [ns]	worst slack, ns	instances	power, µW	instance area, µm²
after floorplan	-0.927	1.33	158	663	1560
after global placement	-1.08	0.893	275	711	1890
after detailed placement	-1.10	0.869	275	714	1890
after CTS	0.353	1.01	288	1170	2050
after global routing	0.433	0.913	288	1210	2050
final	0.348	1.02	288	1150	2050
repair_timing:
item                      CTS  global route
hold endpoints to repair    1             0
hold buffers                2             0
gates resized               0             0
Power is estimated from default activity; no workload was simulated.
